==> design.v <==
module skid_buffer
  #(w=3)
(   input clk, 
    input reset,
    input s_valid,
    input [w-1:0] s_data,
    output logic s_ready,
    output logic [w-1:0] m_data,
    output logic m_valid,
    input m_ready
);
    logic skid_valid;
    logic [w-1:0] skid_data;
    always@(posedge clk)
        begin
            if(reset)
                begin
                    skid_valid<=0;
                end
            else if((s_valid && s_ready) && 
                    (m_valid && !m_ready))   
                begin                                
                    skid_valid<=1;                      
                end
            else if(m_ready)
                begin
                    skid_valid<=0;
                end
        end
  always@(posedge clk)
    begin
      if( reset)
        begin
          skid_data<=0;
        end
      else if ( m_ready)   
        begin                  
          skid_data<=0;
        end
      else if(( s_valid) && (s_ready))
        begin
          skid_data<=s_data;
        end
      else
        begin
        end
    end
      always@(*)
        begin
          m_valid=s_valid || skid_valid;
           s_ready=!skid_valid;
        end
  always @(*)
     begin
          if(skid_valid)
            m_data=skid_data;
          else if( s_valid && s_ready)
            m_data=s_data;
          else
            m_data=0;
        end
endmodule
==> run.sh <==
#!/bin/bash
# OpenROAD 26Q1-2900-gdf79404cd8, Yosys 0.63+post, stock flow scripts
make -C /OpenROAD-flow-scripts/flow DESIGN_CONFIG=/design/flow/config.mk WORK_HOME=/design/flow/orfs finish
==> config.mk <==
export PLATFORM = sky130hd
export DESIGN_NAME = skid_buffer
export DESIGN_NICKNAME = skid_buffer
export VERILOG_FILES = /design/flow/design.v
export SDC_FILE = /design/flow/constraint.sdc
export NUM_CORES = 4
export LEC_CHECK = 1
export CORE_AREA = 10 10 70 70
export DIE_AREA = 0 0 80 80
==> constraint.sdc <==
current_design skid_buffer

set clk_period 1.3
set clk_io_pct 0.2

create_clock -name clk0 -period $clk_period [get_ports {clk}]

set non_clock_inputs [all_inputs -no_clocks]
set_input_delay [expr $clk_period * $clk_io_pct] -clock clk0 $non_clock_inputs
set_output_delay [expr $clk_period * $clk_io_pct] -clock clk0 [all_outputs]
==> datasheet_impl.txt <==
Summary of implementation characteristics

Parameter                              Value

Synth
  Post-synthesis cell count from yosys .................. 18
  Synth Seq Share .................. 41.56%
  Synthesized instance count .................. 18
  Count of unique library cells instantiated by Yosys .................. 9
  Tally of yosys warning messages .................. 1
  Post-Syn Area per Cell .................. 10.70 µm²
  Synthesized chip area reported by yosys .................. 192.7 µm²
  Summed instance area of the synthesized netlist .................. 192.7 µm²
  Total of flip-flops plus latches after synthesis .................. 4

Setup path
  Startpoint of the worst-slack reg-to-reg timing path .................. skid_valid$_SDFFE_PP0P_
  Startpoint types .................. flip-flop
  Setup CP Type .................. reg2out
  Maximum fanout along the worst path .................. 4
  Data arrival time of the critical path .................. 1.03 ns
  Number of buffers and inverters on the critical path .................. 2
  Crit path largest cell delay .................. 0.33 ns
  Critical path capture point type .................. output pin
  Chain of cells forming the critical path .................. buf_6, a22o_2, buf_2
  CP required .................. 1.04 ns
  Cell family with most CP delay .................. flip-flops
  Start point of the critical path .................. skid_valid$_SDFFE_PP0P_
  Critical-path cell with the highest stage delay .................. sky130_fd_sc_hd__dfxtp_2

Cells and area
  Most frequent logic cell in the layout .................. sky130_fd_sc_hd__dlygate4sd2_1
  Fillers .................. 397
  Layout Cell Area excl Fill .................. 384.1 µm²
  Proportion of layout cells with a drive suffix above 1 .................. 39.39%
  Area Overhead vs Synth .................. 99.35%
  Gate Area .................. 110.1 µm²
  Final Core Density .................. 11.25%
  Area taken by flip-flops and latches .................. 81.33 µm²

Clock network
  Latency at later pin .................. 0.24 ns
  Total clock buffers created by CTS .................. 3
  Worst-path clk slew .................. 0.04 ns
  Post-CTS Setup Inserts .................. 0
  Clock root buffer .................. sky130_fd_sc_hd__clkbuf_4
  Count of hold-fix buffers inserted at cts .................. 0
  Number of H-tree levels .................. 1
  CTS max path bufs .................. 2
  Sinks on the clock net .................. 4
  TritonCTS clock tree .................. built

Run
  Max-cap viol count .................. 0
  Warning total across the stage logs .................. 27

Global routing
  Vias in the first global route .................. 185
  Total GRT Usage .................. 1.647%
  Final global-route overflow total .................. 0
  Antenna violations before repair .................. 0
  Largest net degree at the start of global routing .................. 5
  Global-route wire length before repair .................. 869 µm

Floorplan
  Overall chip area .................. 0.006400 mm²
  Initial Util .................. 5.641%
  Standard cell core area .................. 0.003416 mm²
  Num ports .................. 12
  Number of rows created at floorplan .................. 21
  Width of the chip .................. 80 µm
  Die Y .................. 80 µm

Detailed routing
  # diodes .................. 0
  Detailed-route via count .................. 204
  Detailed-route vias per instance .................. 2.582
  Total iterations of the first detailed-routing run .................. 4
  Drt wl/cell .................. 7.835 µm
  Remaining routing DRC violations .................. 0
  Iter 0 DRT Violations .................. 16
  Antenna-violating nets left .................. 0
  Total wire length after detailed routing .................. 619 µm

Final timing
  Worst rel slew slack .................. 88.77%
  Ratio of final minimum period to clock period .................. 98.89%
  Setup ws final .................. 0.01446 ns
  Setup violations, final .................. 0
  Skew final .................. 0.006189 ns
  Unrepaired setup endpoints after global routing .................. yes
  Number of slew-limit violations in the final report .................. 0
  Transition at the pin with the smallest max-transition slack .................. 0.1638 ns
  Max Fclk .................. 0.7779 GHz
  Final Hold Vio Count .................. 0
  Final critical delay including setup and external delays .................. 1.286 ns

Place
  Routability congestion estimate .................. 0.7189
  Number of buffer cells added on primary ports .................. 11
  Half-perimeter wire length after placement .................. 494.8 µm
  Worst Setup Slack post-DPL .................. -0.5250 ns
  Placed inst area .................. 364.1 µm²

Power
  Leakage power of the design .................. 0.1571 nW
  Cell-internal power .................. 0.0002736 W
  Total Power Consumption .................. 0.0003553 W
  Combinational cell fraction of total power .................. 17.9%
  Clock network power share .................. 44.9%
  Net load switching power .................. 0.00008167 W
  Fraction of power spent switching nets .................. 22.99%
  Power share of the sequential group .................. 37.2%
  Power per unit of standard cell area .................. 924.9 mW/mm²
  Highest ir drop seen on vdd .................. 137.9 µV

Worst hold path
  Worst min path class .................. in2reg
  Worst hold start .................. s_data[1]

Outcome
  Run status .................. finished clean
metal layers:
layer | GRT usage, % | vias to the layer above | share of wire, %
met2 | 2.167 | 11 | 41
met3 | 0.7955 | 4 | 11
met5 | 0 | - | 0
li1 | - | 95 | -
met1 | 2.003 | 94 | 42
met4 | 1.232 | 0 | 5.0
cell usage after synthesis:
cell type	number	area [µm²]
sky130_fd_sc_hd__dfxtp_1	4	80.08
sky130_fd_sc_hd__nor2b_2	1	8.760
sky130_fd_sc_hd__nor3b_1	1	7.510
sky130_fd_sc_hd__nor3_1	3	15.01
sky130_fd_sc_hd__or2_1	1	6.260
sky130_fd_sc_hd__mux2i_1	3	30.03
sky130_fd_sc_hd__a22o_2	3	30.03
sky130_fd_sc_hd__buf_6	1	11.26
sky130_fd_sc_hd__inv_1	1	3.750
final cells by class:
class | instances | area share (%)
repair buffers | 13 | 28.34
clock buffers | 3 | 5.863
well taps | 46 | 14.98
multi-input cells | 12 | 28.66
inverters | 1 | 0.9772
flip-flops and latches | 4 | 21.17
what timing repair did:
action,CTS,global route
hold endpoints to repair,0,0
pin swaps,2,0
gates cloned,0,0
setup endpoints to repair,5,3
resized,15,4
power groups by stage:
stage                 sequential, W  combinational [W]  clock (W)
after CTS                  0.000132          0.0000635   0.000167
after global routing       0.000132          0.0000693   0.000172
final                      0.000132          0.0000636   0.000160
cells by family after synthesis:
family          synth area share [%]
buf+inv                        7.790
mux                            15.59
compound gates                 15.59
flops                          41.56
simple gates                   19.48
registers in the layout, summed over array words and instances (netlist names):
signal / cells
skid_data: 3
skid_valid: 1
tightest hold or removal path, delay by kind of cell:
family | cells | cell delay, ns
buffers and inverters | 1 | 0.23
and+or+nand+nor | 1 | 0.11
muxes | 1 | 0.08
path summary, 6_finish.rpt:
kind                            cells after the start  slack (ns)                        end
worst min register to register                      2        0.54  skid_data[1]$_SDFFE_PP0P_
worst max register to register                      4        0.26  skid_data[0]$_SDFFE_PP0P_
worst min-delay path                                3        0.49  skid_data[1]$_SDFFE_PP0P_
worst max-delay path                                3        0.01                  m_data[2]
through the flow:
step           hold WS, ns  std cells   TNS, ns
4_1_cts             0.4909         79   -0.1828
3_5_place_dp        0.5405         76    -2.386
5_1_grt             0.5327         79  -0.02340
3_3_place_gp        0.5394         76    -2.296
2_1_floorplan       0.3351         18         0
6_report            0.4918         79         0
Power is estimated from default activity; no workload was simulated.
